[run.sh]
#!/bin/bash
# OpenROAD 26Q1-2900-gdf79404cd8, Yosys 0.63+post, stock flow scripts
make -C /OpenROAD-flow-scripts/flow DESIGN_CONFIG=/design/flow/config.mk WORK_HOME=/design/flow/orfs finish
[config.mk]
export PLATFORM = sky130hd
export DESIGN_NAME = counter
export DESIGN_NICKNAME = counter
export VERILOG_FILES = /design/flow/design.v
export SDC_FILE = /design/flow/constraint.sdc
export NUM_CORES = 4
export LEC_CHECK = 1
export CORE_AREA = 10 10 70 70
export DIE_AREA = 0 0 80 80
[constraint.sdc]
current_design counter

set clk_period 1.2
set clk_io_pct 0.2

create_clock -name clk0 -period $clk_period [get_ports {clk}]

set non_clock_inputs [all_inputs -no_clocks]
set_input_delay [expr $clk_period * $clk_io_pct] -clock clk0 $non_clock_inputs
set_output_delay [expr $clk_period * $clk_io_pct] -clock clk0 [all_outputs]
[design.v]
module counter(
    input clk,
    input rst,
    output reg [3:0] Q
);
 always @(posedge clk) begin
   if (rst)
     Q <= 0;
   else
     Q <= Q + 1;
 end
endmodule
==> impl_metrics.json <==
{
  "status": "finished, final reports clean",
  "vias_per_cell": 1.97,
  "numCtsBuffers": 3,
  "fin_crit_ns": 1.05,
  "relSlewSlack_pct": 91.4,
  "synthesis.area_um2": 145,
  "chipArea_mm2": 0.00640,
  "fin_total_pwr_uw": 353,
  "min_path_cells": 2,
  "yosys_warnings": 1,
  "min-delay-start": "Q[0]",
  "reg_top3": "Q: 4 flops",
  "grt_pass1_wl_um": 690,
  "drt-wirelength-per-cell_um": 5.55,
  "setup_violations": 0,
  "path_delay_family": "flip-flops",
  "dieWidth_um": 80,
  "top_register": "Q",
  "worstRegToRegCells": 3,
  "hold_buffers": 0,
  "power_density_mw_per_mm2": 1160,
  "drt_pass1_iterations": 1,
  "rsz0062_at_grt": "false",
  "cts-htree-levels": 1,
  "die_h_um": 80,
  "place.gp.congestion": 0.709,
  "r2r_slack_ns": 0.26,
  "hold_viol_final": 0,
  "insertion_delay_ns": 0.23,
  "ys_cells": 13,
  "antenna_left": 0,
  "yosys_area_um2": 145,
  "cts_num_sinks": 4,
  "r2r_start": "Q[0]",
  "final_cell_mix": "dlygate4sd2_1 (4), buf_4 (4), dfxtp_2 (3), nor2_1 (3), clkbuf_4 (3)",
  "yosysUniqueCellTypes": 7,
  "largest_register_ffs": 4,
  "path_cells": "dlygate4sd2_1",
  "avgSynthCellArea_um2": 11.2,
  "clk_pin_slew_ns": 0.04,
  "required_ns": 0.96,
  "drv_cap": 0,
  "yosys-top-cells-area": "dfxtp_1 (55%), mux2_4 (10%), ha_1 (8.6%)",
  "cts_tree": "built",
  "warning_count": 25,
  "tightest_slew_ns": 0.127,
  "core_area_mm2": 0.00342,
  "start_kind": "register",
  "vias": 140,
  "antenna_found_initial": 0,
  "path_buffers": 1,
  "antenna_cells": 0,
  "arrival_ns": 0.81,
  "netlist_instances": 13,
  "worst-path-max-fanout": 3,
  "track_usage_pct": 1.48,
  "cp_num_cells": 1,
  "peakVddDrop_mv": 0.180,
  "num_io_pins": 6,
  "port-buffer-count": 5,
  "fp_util_pct": 4.25,
  "p_leak_nw": 0.133,
  "first_global_vias": 160,
  "combGateArea_um2": 65.1,
  "clockBufferDepth": 2,
  "fill_cells": 404,
  "drt_iter0_drc": 0,
  "slew_viol_final": 0,
  "holdWs_ns": 0.509,
  "worst-setup-path-type": "reg2out",
  "remaining_drc_errors": 0,
  "setup_tns_ns": 0,
  "seq_area_frac_synth_pct": 55.2,
  "stdcell_area_um2": 304,
  "placedInstanceArea_um2": 260,
  "register_area_um2": 83.8,
  "cp-startpoint": "Q[1]",
  "cts-root-buf": "clkbuf_4",
  "area_growth_pct": 109,
  "final.setup_skew_ns": 0.00128,
  "largest_area_cell": "dfxtp_1",
  "hp-class": "reg2reg",
  "max_freq_mhz": 953,
  "grt_max_degree": 4,
  "end_kind": "output port",
  "post-route-period-util_pct": 87.4,
  "rows": 21,
  "crit_slowest_cell": "dfxtp_1",
  "synth-seq-cells": 4,
  "cpPeakStageDelay_ns": 0.35,
  "final_layout_size_suffix_gt1_share_pct": 44.0,
  "grt-ovfl-total": 0,
  "finalWirelength_um": 394,
  "top_area_share_pct": 55.2
}
-- cell type report --
type / count / area share (%)
Clock buffer: 3 / 7.41
Multi-Input combinational cell: 9 / 21.4
Sequential cell: 4 / 27.6
Tap cell: 46 / 18.9
Timing Repair Buffer: 9 / 24.7
-- repair_timing --
action,in CTS,in global routing
endpoints found under the setup margin,4,0
buffers inserted,3,0
resized,7,0
-- per-layer routing --
layer	track usage (%)	part of all wire [%]
met1	1.26	38
met3	2.16	27
met4	0.528	0
met5	0	0
met2	1.85	35
-- report_power, final --
group,switching (mW),internal (mW)
Sequential,0.00521,0.143
Combinational,0.0127,0.0260
Clock,0.0536,0.112
-- logic make-up (layout without fill, tap and decap cells) --
group | after synthesis | count (layout) | synth area share [%]
simple gates | 6 | 6 | 19.8
fa+ha+maj | 1 | 1 | 8.62
flops | 4 | 4 | 55.2
xor+xnor | 1 | 1 | 6.04
mux | 1 | 1 | 10.3
buf+inv | 0 | 12 | 0
-- synthesized netlist by cell type --
| cell | n |
|---|---|
| nor2b_1 | 2 |
| xnor2_1 | 1 |
| mux2_4 | 1 |
| ha_1 | 1 |
| nor2_1 | 3 |
| nand3_1 | 1 |
| dfxtp_1 | 4 |
-- stage by stage --
stage | worst slack, ns | utilization, % | cells
6_report | 0.151 | 8.90 | 71
5_1_grt | 0.101 | 8.90 | 71
4_1_cts | 0.117 | 8.90 | 71
3_5_place_dp | 0.0290 | 7.62 | 65
3_3_place_gp | 0.0415 | 7.62 | 65
2_1_floorplan | 0.380 | - | 13
-- tightest hold or removal path, cell delays in order, from the launching register on --
cell and delay [ns]:
dfxtp_2 0.32, buf_4 0.11, nor2_1 0.04
-- worst paths after layout --
path / end
worst max-delay path: Q[1]
worst min-delay path: Q[0]
worst max register to register: Q[1]
worst min register to register: Q[0]
